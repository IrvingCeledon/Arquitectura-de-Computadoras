==> design/flow/design.v <==
`timescale 1ns/1ns
module id_ex(
    clk, reset, enable, flush,
    reg_write_in, mem_to_reg_in,    
    branch_in, mem_read_in, mem_write_in,  
    reg_dst_in, alu_op_in, alu_src_in,     
    pc_in, read_data1_in, read_data2_in, sign_ext_in, rt_in, rd_in,
    reg_write_out, mem_to_reg_out,
    branch_out, mem_read_out, mem_write_out,
    reg_dst_out, alu_op_out, alu_src_out,
    pc_out, read_data1_out, read_data2_out, sign_ext_out, rt_out, rd_out
);
    input wire clk;
    input wire reset;
    input wire enable;
    input wire flush;
    input wire reg_write_in;
    input wire mem_to_reg_in;
    input wire branch_in;
    input wire mem_read_in;
    input wire mem_write_in;
    input wire reg_dst_in;
    input wire [2:0] alu_op_in; 
    input wire alu_src_in;
    input wire [31:0] pc_in;
    input wire [31:0] read_data1_in;  
    input wire [31:0] read_data2_in;  
    input wire [31:0] sign_ext_in;    
    input wire [4:0] rt_in;           
    input wire [4:0] rd_in;           
    output reg reg_write_out;
    output reg mem_to_reg_out;
    output reg branch_out;
    output reg mem_read_out;
    output reg mem_write_out;
    output reg reg_dst_out;
    output reg [2:0] alu_op_out;
    output reg alu_src_out;
    output reg [31:0] pc_out;
    output reg [31:0] read_data1_out;
    output reg [31:0] read_data2_out;
    output reg [31:0] sign_ext_out;
    output reg [4:0] rt_out;
    output reg [4:0] rd_out;
    always @(posedge clk) 
    begin
        if (reset | flush) begin
            reg_write_out  <= 1'b0;
            mem_to_reg_out <= 1'b0;
            branch_out     <= 1'b0;
            mem_read_out   <= 1'b0;
            mem_write_out  <= 1'b0;
            reg_dst_out    <= 1'b0;
            alu_op_out     <= 2'b0;
            alu_src_out    <= 1'b0;
            pc_out         <= 32'b0;
            read_data1_out <= 32'b0;
            read_data2_out <= 32'b0;
            sign_ext_out   <= 32'b0;
            rt_out         <= 5'b0;
            rd_out         <= 5'b0;
        end 
        else if (enable) begin
            reg_write_out  <= reg_write_in;
            mem_to_reg_out <= mem_to_reg_in;
            branch_out     <= branch_in;
            mem_read_out   <= mem_read_in;
            mem_write_out  <= mem_write_in;
            reg_dst_out    <= reg_dst_in;
            alu_op_out     <= alu_op_in;
            alu_src_out    <= alu_src_in;
            pc_out         <= pc_in;
            read_data1_out <= read_data1_in;
            read_data2_out <= read_data2_in;
            sign_ext_out   <= sign_ext_in;
            rt_out         <= rt_in;
            rd_out         <= rd_in;
        end
    end
endmodule
==> design/flow/run.sh <==
#!/bin/bash
# OpenROAD 26Q1-2900-gdf79404cd8, Yosys 0.63+post, stock flow scripts
make -C /OpenROAD-flow-scripts/flow DESIGN_CONFIG=/design/flow/config.mk WORK_HOME=/design/flow/orfs finish
==> design/flow/config.mk <==
export PLATFORM = sky130hd
export DESIGN_NAME = id_ex
export DESIGN_NICKNAME = id_ex
export VERILOG_FILES = /design/flow/design.v
export SDC_FILE = /design/flow/constraint.sdc
export NUM_CORES = 4
export LEC_CHECK = 1
export CORE_UTILIZATION = 30
==> design/flow/constraint.sdc <==
current_design id_ex

set clk_period 4.1
set clk_io_pct 0.2

create_clock -name clk0 -period $clk_period [get_ports {clk}]

set non_clock_inputs [all_inputs -no_clocks]
set_input_delay [expr $clk_period * $clk_io_pct] -clock clk0 $non_clock_inputs
set_output_delay [expr $clk_period * $clk_io_pct] -clock clk0 [all_outputs]
==> results_dict.tcl <==
# implementation run metrics
set metrics [dict create \
    drv_cap 0 \
    diodes 0 \
    vdd_drop_max_v 0.0002666 \
    gp_congestion 0.7879 \
    postSynth.asyncResetShare_pct 0 \
    power.density_nw_per_um2 396.4 \
    grt_util_all_layers_pct 15.26 \
    ys_warn_count 1 \
    ant_nets 0 \
    relSlewSlack_pct 44.23 \
    synth.distinct_cells 8 \
    ys_cells 479 \
    synth_top_cell_by_area "dfxtp_1" \
    num_rows 48 \
    post_cts_buffers 0 \
    finalClockPeriodUsage_pct 54.40 \
    cp_data_arrival_time_ns 2.52 \
    antenna_found_initial 0 \
    syn_to_final_growth_pct 67.24 \
    syn-cell-area_um2 5359 \
    tightest_slew_ns 0.8365 \
    yosys.stat.seqShare_pct 55.29 \
    core_um2 17360 \
    cp_num_cells 4 \
    drtIter0Drc 129 \
    slowest_delay_ns 0.63 \
    synthCells 479 \
    crit_chain "clkdlybuf4s50_1, or2_4, buf_4, nor2_1" \
    path_class "primary input to register" \
    min_from "read_data2_out[15]" \
    hold_viol 0 \
    synth_flops 148 \
    critical_path.top_delay_family "buffers and inverters" \
    drt-wirelength-per-cell_um 14.09 \
    reg2reg_slack_ns 3.45 \
    htreeDepth 4 \
    ys_top_cells_by_count "148 x dfxtp_1, 148 x mux2i_1, 148 x nor2_1, 28 x buf_6, 3 x buf_2" \
    cts_hold_buf 0 \
    r2r_start "pc_out[20]" \
    die_w_um 135.7 \
    place_ws_ns 1.464 \
    finalSetupViolations 0 \
    slew_violations 0 \
    end_kind "register" \
    ys_top_cells_by_area "dfxtp_1 55%, mux2i_1 28%, nor2_1 10%" \
    numCtsBuffers 17 \
    overflow 0 \
    place_hpwl_mm 9.890 \
    worstReg2RegEnd "pc_out[20]" \
    cts-resized-gates 0 \
    top_cell_area_share_pct 55.29 \
    clock_latency_ns 0.42 \
    fin_ws_ns 1.870 \
    drive_above_1_share_pct 4.621 \
    synth_area_per_cell_um2 11.19 \
    via_per_inst 4.228 \
    cts.sinks 148 \
    die_area_um2 18400 \
    hold_path.class "register to register" \
    cp_num_buf_inv 2 \
    min_period_ns 2.230 \
    edf_count 0 \
    fmax_mhz 448.4 \
    yosys-stat-area_um2 5359 \
    io_buffers 299 \
    p_leak_nw 3.704 \
    setup.worst_path.start "flush" \
    finalSetupTns_ns 0 \
    dr.pass1.iters 4 \
    worstSetupEndpoint "read_data1_out[23]" \
    ios 300 \
    grt_pass1_vias 4233 \
    synth-main-ff-cell "dfxtp_1" \
    warnings 25 \
    cts_tree "yes" \
    slowest_stage "or2_4" \
    grt_max_degree 73 \
    clk_pin_slew_worst_paths_ns 0.06 \
    grt_setup_unrepaired "false" \
    cp_max_fo 72 \
    fin_skew_ns 0 \
    cp_data_required_time_ns 4.39 \
    status "completed" \
    die_h_um 135.7 \
    grt_first_pass_wirelength_mm 21.40 \
    fp_util_pct 30.88 \
    reg2regPathDepth 2 \
    drc_errors 0 \
    cts_buffer_depth 2 \
    dr_total_vias 4245 \
    wirelength_mm 14.14 \
    setup.worst_path.start_class "primary input" \
    root_buffer "clkbuf_16" \
]
where the power goes:
group / internal [mW] / total, mW / switching [mW]
combinational: 0.275 / 0.399 / 0.123
clock: 1.03 / 1.64 / 0.610
sequential: 1.49 / 1.51 / 0.0238
total: 2.80 / 3.55 / 0.758
worst reg2reg max path: cells and delay by family, from the launching register on:
kind / cells / cell delay [ns]
flops: 1 / 0.31
simple gates: 1 / 0.06
mux: 1 / 0.13
per-stage QoR:
| step | area (µm²) | total power [mW] | utilization, % | instances | hold slack [ns] |
|---|---|---|---|---|---|
| floorplan | 5359 | 1.701 | - | 479 | 0.4365 |
| global placement | 8342 | 1.938 | 48.06 | 973 | 0.4716 |
| detailed placement | 8342 | 1.942 | 48.06 | 973 | 0.4813 |
| CTS | 8962 | 3.598 | 51.64 | 1004 | 0.4973 |
| global route | 8962 | 3.705 | 51.64 | 1004 | 0.5178 |
| finish | 8962 | 3.553 | 51.64 | 1004 | 0.4913 |
final cells by class:
type	count	area [µm²]
clock buffer	19	442.9
clock inverter	12	177.7
timing repair buffer	303	3052
multi-input combinational	297	2046
fill	1507	8394
sequential	148	2963
tap	225	281.5
per-layer routing:
metal | global-route usage (%) | vias up | wire length [µm] | share of wire, %
li1 | - | 2152 | - | -
met1 | 20.86 | 1889 | 6089 | 43
met2 | 22.45 | 196 | 6116 | 43
met3 | 7.751 | 8 | 1770 | 13
met4 | 2.060 | 0 | 166 | 1.2
met5 | 0 | - | 0 | 0
logic make-up after synthesis:
logic type	synth area share, %
flops	55.29
buf+inv	6.584
mux	27.64
simple gates	10.48
worst min path at each step:
stage               endpoint  slack, ns  cells after the start
4_1_cts            pc_out[8]       0.50                      2
5_1_grt   read_data2_out[26]       0.52                      2
6_report  read_data2_out[15]       0.49                      2
flip-flops by register name (all words and copies together) (netlist names):
register	count
alu_op_out	3
alu_src_out	1
branch_out	1
mem_read_out	1
mem_to_reg_out	1
mem_write_out	1
pc_out	32
rd_out	5
read_data1_out	32
read_data2_out	32
reg_dst_out	1
reg_write_out	1
rt_out	5
sign_ext_out	32
cells in the final DEF, fill, tap and decap left out:
| cell type | instances |
|---|---|
| clkdlybuf4s50_1 | 298 |
| mux2i_1 | 148 |
| nor2_1 | 148 |
| dfxtp_1 | 148 |
| clkbuf_16 | 17 |
| bufinv_16 | 4 |
| clkinv_2 | 3 |
| clkinv_4 | 2 |
| clkbuf_8 | 2 |
| inv_6 | 2 |
| buf_4 | 2 |
| buf_12 | 2 |
| or2_4 | 1 |
| clkinvlp_4 | 1 |
| clkbuf_1 | 1 |
Power figures rest on the tool's default switching activity, not on a simulated workload.
